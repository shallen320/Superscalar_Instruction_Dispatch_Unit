File: /design/flow/design.v
module dispatch(
  input clk,
  input [31:0]inst1,
  input [31:0]inst2,
  input [39:0]addbus,
  input [39:0]multbus,
  input [39:0]loadbus,
  input [7:0]storesig,
  output reg [39:0]instbus1,     
  output reg [39:0]instbus2,      
  output reg stall1=0,
  output reg stall2=0
  );
  reg A0_flag,A1_flag,A2_flag;
  reg M0_flag,M1_flag,LD0_flag,LD1_flag;
  reg ST0_flag,ST1_flag;    
  reg A0_temp,A1_temp,A2_temp;
  reg M0_temp,M1_temp,LD0_temp,LD1_temp;
  reg ST0_temp,ST1_temp;
  reg [7:0]R0_t;
  reg [7:0]R1_t;
  reg [7:0]R2_t;
  reg [7:0]R3_t;
  initial begin
    A0_flag<=0;
    A1_flag<=0;
    A2_flag<=0;
    M0_flag<=0;
    M1_flag<=0;
    LD0_flag<=0;
    LD1_flag<=0;
    ST0_flag<=0;
    ST1_flag<=0;
    A0_temp<=0;
    A1_temp<=0;
    A2_temp<=0;
    M0_temp<=0;
    M1_temp<=0;
    LD0_temp<=0;
    LD1_temp<=0;
    ST0_temp<=0;
    ST1_temp<=0;
    R0_t<=0;
    R1_t<=0;
    R2_t<=0;
    R3_t<=0;
  end
  always @ (posedge clk)begin
    if(A0_temp==1) begin
      A0_flag=1;
      A0_temp=0;
    end
    if(A1_temp==1) begin
      A1_flag=1;
      A1_temp=0;
    end
    if(A2_temp==1) begin
      A2_flag=1;
      A2_temp=0;
    end
    if(M0_temp==1) begin
      M0_flag=1;
      M0_temp=0;
    end
    if(M1_temp==1) begin
      M1_flag=1;
      M1_temp=0;
    end
    if(LD0_temp==1) begin
      LD0_flag=1;
      LD0_temp=0;
    end
    if(LD1_temp==1) begin
      LD1_flag=1;
      LD1_temp=0;
    end
    if(ST0_temp==1) begin
      ST0_flag=1;
      ST0_temp=0;
    end
    if(ST1_temp==1) begin
      ST1_flag=1;
      ST1_temp=0;
    end
    case (addbus[39:32])
      8'h20: begin A0_flag=0; clear_tag(8'h20);end
      8'h21: begin A1_flag=0; clear_tag(8'h21);end
      8'h22: begin A2_flag=0; clear_tag(8'h22);end
    endcase
    case (loadbus[39:32])
      8'h40: begin LD0_flag=0; clear_tag(8'h40);end
      8'h41: begin LD1_flag=0; clear_tag(8'h41);end
    endcase
    case (multbus[39:32])
      8'h30: begin M0_flag=0; clear_tag(8'h30); end
      8'h31: begin M1_flag=0; clear_tag(8'h31); end
    endcase
    case (storesig)
      8'h50: begin ST0_flag=0; clear_tag(8'h50); end
      8'h51: begin ST1_flag=0; clear_tag(8'h51); end
    endcase  
  end
  always @ (negedge clk)begin
    case (inst1[31:24])      
      8'h01: begin
        if (LD0_flag==0) begin
          instbus1[39:32]=8'h40;
          instbus1[7:0]=inst1[23:16];
          instbus1[31:24]=inst1[31:24];
          stall1=0;
          update_tag(inst1[23:16],8'h40);
          LD0_temp=1;
          inst2_decode;
        end
        else if(LD1_flag==0) begin
          instbus1[39:32]=8'h41;
          instbus1[7:0]=inst1[23:16];
          instbus1[31:24]=inst1[31:24];
          stall1=0;
          update_tag(inst1[23:16],8'h41);
          LD1_temp=1;
          inst2_decode;
        end
        else begin
          stall1<=1;
          stall2<=1;
        end
      end  
      8'h02:begin
        if (ST0_flag==0)begin
          instbus1[7:0]=8'h50;
          instbus1[39:32]=RegReslv(inst1[23:16]);
          instbus1[31:24]=inst1[31:24];
          stall1=0;
          ST0_temp=1;
          inst2_decode;
        end
        else if(ST1_flag==0)begin
          instbus1[7:0]=8'h51;
          instbus1[39:32]=RegReslv(inst1[23:16]);
          instbus1[31:24]=inst1[31:24];
          stall1=0;
          ST1_temp=1;
          inst2_decode;
        end
        else begin
          stall1<=1;
          stall2<=1;
        end  
      end
      8'h03:begin
        if (A0_flag==0)begin
          instbus1[39:32]=8'h20;
          instbus1[23:16]=RegReslv(inst1[15:8]);          
          instbus1[15:8]=RegReslv(inst1[7:0]);          
          instbus1[7:0]=inst1[23:16];
          instbus1[31:24]=inst1[31:24];       
          stall1=0;
          update_tag(inst1[23:16],8'h20);
          A0_temp=1;
          inst2_decode;
        end
        else if(A1_flag==0)begin
          instbus1[39:32]=8'h21;
          instbus1[23:16]=RegReslv(inst1[15:8]);
          instbus1[15:8]=RegReslv(inst1[7:0]);
          instbus1[7:0]=inst1[23:16];
          instbus1[31:24]=inst1[31:24];
          stall1=0;
          update_tag(inst1[23:16],8'h21);
          A1_temp=1;
          inst2_decode; 
        end
        else if(A2_flag==0)begin
          instbus1[39:32]=8'h22;
          instbus1[23:16]=RegReslv(inst1[15:8]);
          instbus1[15:8]=RegReslv(inst1[7:0]);
          instbus1[7:0]=inst1[23:16];
          instbus1[31:24]=inst1[31:24];
          stall1=0;
          update_tag(inst1[23:16],8'h22); 
          A2_temp=1;
          inst2_decode;
        end
        else begin
          stall1<=1;
          stall2<=1;
        end
      end       
      8'h04:begin
        if (M0_flag==0)begin
          instbus1[39:32]=8'h30;
          instbus1[23:16]=RegReslv(inst1[15:8]);
          instbus1[15:8]=RegReslv(inst1[7:0]);
          instbus1[7:0]=inst1[23:16];
          instbus1[31:24]=inst1[31:24];
          stall1=0;
          update_tag(inst1[23:16],8'h30);
          M0_temp=1;
          inst2_decode;
        end
        else if(M1_flag==0)begin
          instbus1[39:32]=8'h31;
          instbus1[23:16]=RegReslv(inst1[15:8]);
          instbus1[15:8]=RegReslv(inst1[7:0]);
          update_tag(inst1[15:8],8'h31);
          update_tag(inst1[7:0],8'h31);
          instbus1[7:0]=inst1[23:16];
          instbus1[31:24]=inst1[31:24];
          stall1=0;
          update_tag(inst1[23:16],8'h31);
          M1_temp=1; 
          inst2_decode;
        end
        else begin
          stall1<=1;
          stall2<=1;
        end
      end
    endcase
  end
  function [7:0]RegReslv;
    input [7:0]Regi;
    case (Regi)
      8'h10: 
        if(R0_t!=0)
          RegReslv=R0_t;
        else
          RegReslv=8'h10;
      8'h11: 
        if(R1_t!=0)
          RegReslv=R1_t;
        else
          RegReslv=8'h11;
      8'h12: 
        if(R2_t!=0)
          RegReslv=R2_t;
        else
          RegReslv=8'h12;
      8'h13: 
        if(R3_t!=0)
          RegReslv=R3_t;
        else
          RegReslv=8'h13;
    endcase
  endfunction
  task update_tag;
    input [7:0]des_reg;
    input [7:0]new_tag;
    case (des_reg)
      8'h10: R0_t=new_tag;
      8'h11: R1_t=new_tag;
      8'h12: R2_t=new_tag;
      8'h13: R3_t=new_tag;
    endcase
  endtask
  task clear_tag;
    input [7:0]res_sta;
    begin
      R0_t=(R0_t==res_sta)?0:R0_t;
      R1_t=(R1_t==res_sta)?0:R1_t;
      R2_t=(R2_t==res_sta)?0:R2_t;
      R3_t=(R3_t==res_sta)?0:R3_t;
    end
  endtask
  task inst2_decode;
    case (inst2[31:24])      
        8'h01: begin
          if (inst1[31:24]!=8'h01)begin
            if (LD0_flag==0) begin
              instbus2[39:32]=8'h40;     
              instbus2[31:24]=inst2[31:24];   
              instbus2[7:0]=inst2[23:16];     
              stall2=0;
              update_tag(inst2[23:16],8'h40);
              LD0_temp=1;
            end
            else if(LD1_flag==0) begin
              instbus2[39:32]=8'h41;
              instbus2[31:24]=inst2[31:24];
              instbus2[7:0]=inst2[23:16];
              stall2=0;
              update_tag(inst2[23:16],8'h41);
              LD1_temp=1;
            end
            else
              stall2<=1;
          end
          else begin
            if (LD0_flag==0 && LD1_flag==0)begin
              instbus2[39:32]=8'h41;
              instbus2[31:24]=inst2[31:24];
              instbus2[7:0]=inst2[23:16];
              stall2=0;
              update_tag(inst2[23:16],8'h41);
              LD1_temp=1;
            end
            else
              stall2=1;         
          end
        end  
        8'h02:begin
          if(inst1[31:24]!=8'h02) begin
            if (ST0_flag==0)begin
              instbus2[7:0]=8'h50;
              instbus2[39:32]=RegReslv(inst2[23:16]);
              instbus2[31:24]=inst2[31:24];
              stall2=0;
              ST0_temp=1;
            end
            else if(ST1_flag==0)begin
              instbus2[7:0]=8'h51;
              instbus2[39:32]=RegReslv(inst2[23:16]);
              instbus2[31:24]=inst2[31:24];
              stall2=0;
              ST1_temp=1;
            end
            else
              stall2=1; 
          end
          else begin
            if(ST0_flag==0 && ST1_flag==0)begin
              instbus2[7:0]=8'h51;
              instbus2[39:32]=RegReslv(inst2[23:16]);
              instbus2[31:24]=inst2[31:24];
              stall2=0;
              ST1_temp=1;
            end
            else
              stall2=1;
          end
        end
        8'h03: begin
          if (inst1[31:24]!=8'h03) begin
            if (A0_flag==0)begin
              instbus2[39:32]=8'h20;    
              instbus2[23:16]=RegReslv(inst2[15:8]);    
              instbus2[15:8]=RegReslv(inst2[7:0]);    
              instbus2[7:0]=inst2[23:16];     
              instbus2[31:24]=inst2[31:24];     
              stall2=0;
              update_tag(inst2[23:16],8'h20);
              A0_temp=1;
            end
            else if(A1_flag==0)begin
              instbus2[39:32]=8'h21;
              instbus2[23:16]=RegReslv(inst2[15:8]);
              instbus2[15:8]=RegReslv(inst2[7:0]);
              instbus2[7:0]=inst2[23:16];
              instbus2[31:24]=inst2[31:24];
              stall2=0;
              update_tag(inst2[23:16],8'h21);
              A1_temp=1; 
            end
            else if(A2_flag==0)begin
              instbus2[39:32]=8'h22;
              instbus2[23:16]=RegReslv(inst2[15:8]);
              instbus2[15:8]=RegReslv(inst2[7:0]);
              instbus2[7:0]=inst2[23:16];
              instbus2[31:24]=inst2[31:24];
              stall2=0;
              update_tag(inst2[23:16],8'h22); 
              A2_temp=1;
            end
            else
              stall2=1;
          end
          else begin
            if(A0_flag==0)
              if(A1_flag==0)begin
                instbus2[39:32]=8'h21;
                instbus2[23:16]=RegReslv(inst2[15:8]);
                instbus2[15:8]=RegReslv(inst2[7:0]);
                instbus2[7:0]=inst2[23:16];
                instbus2[31:24]=inst2[31:24];
                stall2=0;
                update_tag(inst2[23:16],8'h21);
                A1_temp=1;
              end
              else if(A2_flag==0)begin
                instbus2[39:32]=8'h22;
                instbus2[23:16]=RegReslv(inst2[15:8]);
                instbus2[15:8]=RegReslv(inst2[7:0]);
                instbus2[7:0]=inst2[23:16];
                instbus2[31:24]=inst2[31:24];
                stall2=0;
                update_tag(inst2[23:16],8'h22);
                A2_temp=1;
              end
              else
                stall2=1;
            else if(A1_flag==0)
              if(A2_flag==0)begin
                instbus2[39:32]=8'h22;
                instbus2[23:16]=RegReslv(inst2[15:8]);
                instbus2[15:8]=RegReslv(inst2[7:0]);
                instbus2[7:0]=inst2[23:16];
                instbus2[31:24]=inst2[31:24];
                stall2=0;
                update_tag(inst2[23:16],8'h22);
                A2_temp=1;
              end
              else
                stall2=1;
            else
              stall2=1;
          end
        end       
        8'h04:begin
          if (inst1[31:24]!=8'h04)
            if (M0_flag==0)begin
              instbus2[39:32]=8'h30;
              instbus2[23:16]=RegReslv(inst2[15:8]);
              instbus2[15:8]=RegReslv(inst2[7:0]);
              instbus2[7:0]=inst2[23:16];
              instbus2[31:24]=inst2[31:24];
              stall2=0;
              update_tag(inst2[23:16],8'h30);
              M0_temp=1;
            end
            else if(M1_flag==0)begin
              instbus2[39:32]=8'h31;
              instbus2[23:16]=RegReslv(inst2[15:8]);
              instbus2[15:8]=RegReslv(inst2[7:0]);
              instbus2[7:0]=inst2[23:16];
              instbus2[31:24]=inst2[31:24];
              stall2=0; 
              update_tag(inst2[23:16],8'h31);
              M1_temp=1;
            end
            else
              stall2=1;
          else
            if (M0_flag==0 && M1_flag==0) begin
              instbus2[39:32]=8'h31;
              instbus2[23:16]=RegReslv(inst2[15:8]);
              instbus2[15:8]=RegReslv(inst2[7:0]);
              instbus2[7:0]=inst2[23:16];
              instbus2[31:24]=inst2[31:24];
              stall2=0;
              update_tag(inst2[23:16],8'h31); 
              M1_temp=1;
            end
            else
              stall2=1;
        end
      endcase
  endtask
endmodule
File: /design/flow/run.sh
#!/bin/bash
# OpenROAD 26Q1-2900-gdf79404cd8, Yosys 0.63+post, stock flow scripts
make -C /OpenROAD-flow-scripts/flow DESIGN_CONFIG=/design/flow/config.mk WORK_HOME=/design/flow/orfs finish
File: /design/flow/config.mk
export PLATFORM = sky130hd
export DESIGN_NAME = dispatch
export DESIGN_NICKNAME = dispatch
export VERILOG_FILES = /design/flow/design.v
export SDC_FILE = /design/flow/constraint.sdc
export NUM_CORES = 4
export LEC_CHECK = 1
export CORE_UTILIZATION = 40
File: /design/flow/constraint.sdc
current_design dispatch

set clk_period 11.0
set clk_io_pct 0.2

create_clock -name clk0 -period $clk_period [get_ports {clk}]

set non_clock_inputs [all_inputs -no_clocks]
set_input_delay [expr $clk_period * $clk_io_pct] -clock clk0 $non_clock_inputs
set_output_delay [expr $clk_period * $clk_io_pct] -clock clk0 [all_outputs]
==> run summary <==
Results of the run.

The run stopped with a tool error. Per the run summary, the flow got no further than 1_2_yosys. The first error in the log reads "ERROR: Found 32 problems in 'check -assert'". The post-synth tally of flip-flops with integrated enable is 112.

The count of yosys warnings during synthesis is 1. The proportion of synthesized flip-flops having asynchronous set or reset is 0%. The post-synthesis sequential area ratio is 42.5%.

The yosys stat chip area is 0.00942 mm^2. The yosys cell count is 1068. The dominant cell type by area after synthesis is sky130_fd_sc_hd__edfxtp_1.

After synthesis the netlist holds a flip-flop and latch count of 144. Sorting the synthesized cells by area gives the leading types as sky130_fd_sc_hd__edfxtp_1, sky130_fd_sc_hd__dfxtp_1, sky130_fd_sc_hd__o21ai_0. The number of different library cells used by synthesis comes to 91. In this run the biggest area consumer among cell types represents 35.7% of the synthesized area.

The synthesis report names the predominant flop master as sky130_fd_sc_hd__edfxtp_1.
==> cell usage after synthesis, types with 15 or more instances <==
cell type	count
sky130_fd_sc_hd__a21oi_1	77
sky130_fd_sc_hd__a22oi_1	18
sky130_fd_sc_hd__a31oi_1	30
sky130_fd_sc_hd__and3_1	16
sky130_fd_sc_hd__buf_2	18
sky130_fd_sc_hd__clkbuf_1	84
sky130_fd_sc_hd__dfxtp_1	32
sky130_fd_sc_hd__edfxtp_1	112
sky130_fd_sc_hd__inv_1	19
sky130_fd_sc_hd__mux2i_1	21
sky130_fd_sc_hd__nand2_1	96
sky130_fd_sc_hd__nand3_1	32
sky130_fd_sc_hd__nor2_1	105
sky130_fd_sc_hd__nor2b_1	15
sky130_fd_sc_hd__nor3_1	33
sky130_fd_sc_hd__o21ai_0	91
sky130_fd_sc_hd__o22ai_1	18
==> cells by family after synthesis <==
logic type             Yosys count  synth area share, %
buffers and inverters          130                 5.86
AND/OR/NAND/NOR                396                 22.3
flip-flops                     144                 42.5
AND-OR/OR-AND                  357                 25.2
XOR/XNOR                        15                 1.40
multiplexers                    25                 2.71
other                            1               0.0398
